==> flow/design.v <==
module accumulate(
A0,
B0,
C0,
clk,
add_previous,
reset,
mode_0,
S
);
input [71:0] A0;
input [71:0] B0;
input [43:0] C0;
input clk;
input reset;
input add_previous;
input mode_0;
output [143:0] S;
wire [37:0] A0pB0;
wire [43:0] accumulated;
reg [37:0] A0pB0_reg;
reg [143:0] S_temp;
always @(posedge clk)
if (reset) begin
    A0pB0_reg <= 38'b0;
	S_temp <= 144'b0;
    end else begin
    A0pB0_reg <= A0pB0;
	if (mode_0) begin
	S_temp <= {A0[71:0],B0[71:0]};
	end else if (add_previous) begin
    S_temp <= { accumulated , 100'd0};
    end else begin
    S_temp <= {A0pB0_reg, 100'd0};
    end
end
assign A0pB0 = A0[35:0] + B0[35:0];
assign accumulated = A0pB0_reg + C0;
assign S = S_temp;
endmodule
module dsp (
A0,
A1,
B0,
B1,
C0,
C1,
D0,
D1,
E0,
E1,
F0,
F1,
G0,
G1,
H0,
H1,
from_previous,
add_previous,
clk,
mode_0,
mode_1,
reset,
result0,
result1
);
input [17:0] A0;
input [17:0] A1;
input [17:0] B0;
input [17:0] B1;
input [17:0] C0;
input [17:0] C1;
input [17:0] D0;
input [17:0] D1;
input [17:0] E0;
input [17:0] E1;
input [17:0] F0;
input [17:0] F1;
input [17:0] G0;
input [17:0] G1;
input [17:0] H0;
input [17:0] H1;
input [43:0] from_previous;
input clk;
input reset;
input mode_0;
input mode_1;
input add_previous;
output [143:0] result0;
output [143:0] result1;
wire [143:0] the_output0;
wire [143:0] the_output1;
half_dsp m0(
.A0 (A0),
.A1 (A1),
.B0 (B0),
.B1 (B1),
.C0 (C0),
.C1 (C1),
.D0 (D0),
.D1 (D1),
.mode_0 (mode_0),
.mode_1 (mode_1),
.from_previous (from_previous),
.add_previous (add_previous),
.clk (clk),
.reset (reset),
.result (the_output0)
);
half_dsp m1(
.A0 (E0),
.A1 (E1),
.B0 (F0),
.B1 (F1),
.C0 (G0),
.C1 (G1),
.D0 (H0),
.D1 (H1),
.mode_0 (mode_0),
.mode_1 (mode_1),
.from_previous (the_output0[71:28]),
.add_previous (add_previous),
.clk (clk),
.reset (reset),
.result (the_output1)
);
assign result0 = the_output0;
assign result1 = the_output1;
endmodule
module half_dsp (
A0,
A1,
B0,
B1,
C0,
C1,
D0,
D1,
mode_0,
mode_1,
from_previous,
add_previous,
clk,
reset,
result
);
input [17:0] A0;
input [17:0] A1;
input [17:0] B0;
input [17:0] B1;
input [17:0] C0;
input [17:0] C1;
input [17:0] D0;
input [17:0] D1;
input [43:0] from_previous;
input clk;
input reset;
input mode_0;
input mode_1;
input add_previous;
output [143:0] result;
wire [71:0] partial_0;
wire [71:0] partial_1;
wire [143:0] the_output;
two_multipliers_one_adder m0(
.A0 (A0),
.A1 (A1),
.B0 (B0),
.B1 (B1),
.clk (clk),
.mode_0 (mode_0),
.mode_1 (mode_1),
.reset (reset),
.P (partial_0)
);
two_multipliers_one_adder m1(
.A0 (C0),
.A1 (C1),
.B0 (D0),
.B1 (D1),
.clk (clk),
.mode_0 (mode_0),
.mode_1 (mode_1),
.reset (reset),
.P (partial_1)
);
accumulate m2(
.A0 (partial_0),
.B0 (partial_1),
.C0 (from_previous),
.add_previous (add_previous),
.S (the_output),
.clk (clk),
.mode_0 (mode_0),
.reset (reset)
);
assign result = the_output;
endmodule
module two_multipliers_one_adder(
A0,
A1,
B0,
B1,
clk,
reset,
mode_0,
mode_1,
P
);
input [17:0] A0;
input [17:0] A1;
input [17:0] B0;
input [17:0] B1;
input clk;
input reset;
input mode_0;
input mode_1;
output [71:0] P;
reg [17:0] A0_registered;
reg [17:0] B0_registered;
reg [17:0] A1_registered;
reg [17:0] B1_registered;
wire [35:0] A0xB0;
wire [35:0] A1xB1;
wire [36:0] tempsum;
reg [71:0] moutput;
always @(posedge clk)
if (reset) begin
    A0_registered <= 18'b0;
    A1_registered <= 18'b0;
    B0_registered <= 18'b0;
    B1_registered <= 18'b0;
	moutput <= 72'b0;
    end else begin
    A0_registered <= A0;
    A1_registered <= A1;
    B0_registered <= B0;
    B1_registered <= B1;
	if (mode_0 == 1'b0 && mode_1 ==1'b0) begin
	moutput <= {35'd0, tempsum};
	end else if (mode_0 == 1'b1 && mode_1 ==1'b0) begin
	moutput <= {A0xB0, A1xB1};
	end else begin
	moutput <= {36'd0, A0xB0};
	end
end
assign A0xB0 = A0_registered * B0_registered;
assign A1xB1 = A1_registered * B1_registered;
assign P = moutput;
assign tempsum = A0xB0 + A1xB1;
endmodule
==> flow/run.sh <==
#!/bin/bash
# OpenROAD 26Q1-2900-gdf79404cd8, Yosys 0.63+post, stock flow scripts
make -C /OpenROAD-flow-scripts/flow DESIGN_CONFIG=/design/flow/config.mk WORK_HOME=/design/flow/orfs finish
==> flow/config.mk <==
export PLATFORM = sky130hd
export DESIGN_NAME = dsp
export DESIGN_NICKNAME = dsp
export VERILOG_FILES = /design/flow/design.v
export SDC_FILE = /design/flow/constraint.sdc
export NUM_CORES = 4
export LEC_CHECK = 1
export CORE_UTILIZATION = 50
==> flow/constraint.sdc <==
current_design dsp

set clk_period 31.7
set clk_io_pct 0.2

create_clock -name clk0 -period $clk_period [get_ports {clk}]

set non_clock_inputs [all_inputs -no_clocks]
set_input_delay [expr $clk_period * $clk_io_pct] -clock clk0 $non_clock_inputs
set_output_delay [expr $clk_period * $clk_io_pct] -clock clk0 [all_outputs]
==> datasheet_impl.txt <==
Physical implementation characteristics

Parameter                              Value

Die
  Fp_density    between 50% and 60%
  Row count    184
  Die Area    0.256 mm^2
  Count of boundary I/O pins    ~630
  Overall die width    506 um
  Die Ht    roughly 500 um
  Area inside the core boundary    ~0.25 mm^2

Placed design
  Number of input and output port buffers inserted    624
  Dpl cell area    0.137 mm^2
  Half-perimeter wire length after detailed placement    324 mm
  Post-placement setup slack    20.65 ns
  GP Congestion    approximately 1.0
  Placed cell count    18.2k

Min path
  Number of cells on the worst hold path    2
  Worst hold start    m0.m0.moutput[69]
  WHS Endpoint    m0.m2.S_temp[141]
  Hold Crit Class    register to register

Cells and area
  Number of standard cells in the final layout excluding fillers    18.4k
  Share of layout cells above drive strength 1    under 10%
  Fin area    around 0.14 mm^2
  Largest registers    m0.m2.S_temp (144), m1.m2.S_temp (144)
  Final core utilization    56.0%
  Post-synthesis to final-layout area growth    11.1%

STA
  Final WS setup    around 21 ns
  Final critical-path required period    10.50 ns
  Final Slew Violations    0
  F_max    0.0953 GHz
  Slew @ Worst Pin    1.09 ns
  Post-Route Hold Slack    0.437 ns
  Share of the cycle needed by the critical path after routing    33.1%
  Slew headroom    between 20% and 30%
  Setup TNS    0 ns
  Final setup violating endpoints    0
  Final-report hold violation count    0
  Setup skew after layout    0.0751 ns
  Unrepaired setup endpoints after global routing    false

Setup path
  Critical Path Fanout Max    4
  Number of cells on the worst reg-to-reg path    35
  Startpoint of the lowest-slack register-to-register path    m1.m0.B0_registered[3]
  Critical register-to-register path endpoint    m1.m0.moutput[32]
  Type of element launching the critical path    input port
  Kind of critical path    input port to register
  CP Capture Type    register
  Worst endpoint data arrival time    11.21 ns
  Register-to-register path setup slack    roughly 22 ns
  Required time of the critical path    32.41 ns

Synthesis
  Summed standard-cell area reported by yosys    0.127 mm^2
  Largest cells by area after synthesis    sky130_fd_sc_hd__fa_1 32%, sky130_fd_sc_hd__dfxtp_1 15%, sky130_fd_sc_hd__ha_1 11%
  Commonest cells in the netlist    2835 x sky130_fd_sc_hd__inv_1, 2056 x sky130_fd_sc_hd__fa_1, 1742 x sky130_fd_sc_hd__nand2_1
  Post-synthesis sequential element count    around 940
  Library cell with the highest instance count after synthesis    sky130_fd_sc_hd__inv_1
  Dominant cell area share    32.4%
  Post-synth design cell area    0.127 mm^2
  Post-Syn Instances    14.5k
  Distinct lib cells    ~110
  Dominant Register Cell    sky130_fd_sc_hd__dfxtp_1
  Share of flip-flops with an asynchronous set or reset after synthesis    0%
  Yosys cell count    14.5k
  Cell type with the largest total area after synthesis    sky130_fd_sc_hd__fa_1
  Yosys Warn Count    2
  Share of the yosys chip area belonging to registers    roughly 15%
  Average size of a mapped cell    8.74 um^2
  Flip-flops with a built-in enable    0

Clock network
  CTS tree    yes
  Worst skew pair latency    0.82 ns
  Clock sinks    between 900 and 1k
  Buffer cell driving the clock tree root    sky130_fd_sc_hd__clkbuf_16
  Post-cts sizing count    0
  CTS max path bufs    3
  CTS buffer count    roughly 110
  Clock slew at reported path FFs    0.06 ns
  Post-CTS Setup Repair Bufs    0
  Post-CTS Hold Buffers    0
  Max H-tree Level    3

GRT
  Global-route congestion overflow total    0
  Vias in the first global route    103k
  Maximum number of pins on one net before global-route repair    between 100 and 150
  All-layer global routing usage    34.3%
  First-pass GRT wire length    622 mm
  Number of antenna violations at the first check in global routing    22

Detailed routing
  DRC    0
  Drt initial violations    ~5.7k
  Routed Wire Length    403 mm
  Average wire length per cell after detail routing    21.9 um
  Via total after detailed routing    99.0k
  Remaining antenna violation count    0
  Via density    5.38
  DR pass1 iterations    6

Job
  Max capacitance violation total    0
  Total number of warnings across the stage logs    28

Power
  Worst vdd rail ir drop    0.0742 mV
  Static leakage    ~70 nW
  Design Power    8.22 mW
  Power density of the placed cells    58.2 mW/mm^2

Run status
  Outcome    completed
## cell families after synthesis
group,share of synthesized area [%]
adders and majority gates,43.9
muxes,0.415
buffers and inverters,10.2
AOI/OAI and AO/OA,9.66
xor gates and xnor gates,3.19
and+or+nand+nor,17.8
DFF,14.8
## per-layer routing
layer	up-vias	part of all wire [%]	track usage, %
met5	-	0.0055	0
met4	4	5.5	14.2
met3	628	10	13.2
met2	3816	44	49.7
met1	48600	40	48.0
li1	45900	-	-
## cell type report
cell class | instances | area (um^2)
fill | 22100 | 111000
multi-input combinational | 10200 | 95400
sequential | 938 | 18800
inverter | 2837 | 10700
timing repair buffer | 918 | 8480
tap | 3348 | 4190
clock buffer | 145 | 3010
clock inverter | 54 | 757
antenna | 6 | 15.0
## report_power, final
group | switching, mW | internal (mW) | total [mW]
Combinational | 3.25 | 2.10 | 5.34
Sequential | 0.202 | 1.33 | 1.53
Clock | 0.576 | 0.764 | 1.34
## placed cells by master (no fill, tap or decap), types with 81 or more instances in the layout
cell / n
sky130_fd_sc_hd__inv_1: 2832
sky130_fd_sc_hd__fa_1: 2056
sky130_fd_sc_hd__nand2_1: 1741
sky130_fd_sc_hd__and2_1: 1213
sky130_fd_sc_hd__ha_1: 1164
sky130_fd_sc_hd__dfxtp_1: 938
sky130_fd_sc_hd__clkdlybuf4s50_1: 620
sky130_fd_sc_hd__nor2_1: 571
sky130_fd_sc_hd__a21oi_1: 561
sky130_fd_sc_hd__nor2b_1: 349
sky130_fd_sc_hd__o21ai_0: 300
sky130_fd_sc_hd__buf_4: 294
sky130_fd_sc_hd__xnor2_1: 270
sky130_fd_sc_hd__and3_1: 253
sky130_fd_sc_hd__a21o_1: 246
sky130_fd_sc_hd__a211oi_1: 199
sky130_fd_sc_hd__xor2_1: 175
sky130_fd_sc_hd__clkbuf_16: 107
sky130_fd_sc_hd__nand3_1: 94
sky130_fd_sc_hd__nor3_1: 81
## worst max-delay path by stage
stage / from / endpoint / slack (ns) / cells after the start
final: from_previous[0] / m0.m2.S_temp[142] / 21.20 / 17
after global routing: from_previous[0] / m0.m2.S_temp[142] / 21.08 / 17
after CTS: from_previous[0] / m0.m2.S_temp[142] / 21.49 / 17
## critical path, stage by stage
cell and delay [ns]:
sky130_fd_sc_hd__clkdlybuf4s50_1 0.69, sky130_fd_sc_hd__ha_1 0.25, sky130_fd_sc_hd__inv_1 0.06, sky130_fd_sc_hd__fa_1 0.38, sky130_fd_sc_hd__nor2b_1 0.18, sky130_fd_sc_hd__o21a_1 0.16, sky130_fd_sc_hd__o21ai_0 0.19, sky130_fd_sc_hd__a211oi_1 0.85
sky130_fd_sc_hd__o2111ai_1 0.21, sky130_fd_sc_hd__and2_1 0.21, sky130_fd_sc_hd__a211oi_1 0.30, sky130_fd_sc_hd__buf_4 0.21, sky130_fd_sc_hd__o21ai_0 0.18, sky130_fd_sc_hd__o21ai_0 0.45, sky130_fd_sc_hd__nand4_1 0.18, sky130_fd_sc_hd__xor2_1 0.17
sky130_fd_sc_hd__o21ai_0 0.17
Power and IR drop assume default switching activity.
